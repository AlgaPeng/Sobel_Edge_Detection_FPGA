$ cat /design/flow/design.v
module pixel_converter (
  input [7:0] pixel_in,   
  output [7:0] pixel_out   
);
	assign pixel_out[1:0] = ((pixel_in[7:5] + pixel_in[4:2] + {pixel_in[1:0], 1'b0})/3) >> 1;  
	assign pixel_out[4:2] = (pixel_in[7:5] + pixel_in[4:2] + {pixel_in[1:0], 1'b0})/3;
	assign pixel_out[7:5] = (pixel_in[7:5] + pixel_in[4:2] + {pixel_in[1:0], 1'b0})/3;
endmodule
$ cat /design/flow/run.sh
#!/bin/bash
# OpenROAD 26Q1-2900-gdf79404cd8, Yosys 0.63+post, stock flow scripts
make -C /OpenROAD-flow-scripts/flow DESIGN_CONFIG=/design/flow/config.mk WORK_HOME=/design/flow/orfs finish
$ cat /design/flow/config.mk
export PLATFORM = sky130hd
export DESIGN_NAME = pixel_converter
export DESIGN_NICKNAME = pixel_converter
export VERILOG_FILES = /design/flow/design.v
export SDC_FILE = /design/flow/constraint.sdc
export NUM_CORES = 4
export LEC_CHECK = 1
export CORE_AREA = 10 10 70 70
export DIE_AREA = 0 0 80 80
$ cat /design/flow/constraint.sdc
current_design pixel_converter

set clk_period 3.4
set clk_io_pct 0.2

create_clock -name clk0 -period $clk_period

set non_clock_inputs [all_inputs -no_clocks]
set_input_delay [expr $clk_period * $clk_io_pct] -clock clk0 $non_clock_inputs
set_output_delay [expr $clk_period * $clk_io_pct] -clock clk0 [all_outputs]
==> impl_metrics.json <==
{
  "fin_ws_ns": -1.553,
  "internal_power_mw": 0.3910,
  "setup_viol": 8,
  "track_usage": 0.06301,
  "finalClockPeriodUsage": 1.457,
  "ir_drop_uv": 303.7,
  "nClkBuffers": 0,
  "fp-row-count": 21,
  "drtIter0Drc": 29,
  "endpoint_kind": "output port",
  "grt_overflow_total": 0,
  "start_kind": "input port",
  "cap_violations": 0,
  "final_util": 0.3956,
  "drive_gt1_frac": 0.6503,
  "grt_pass1_vias": 807,
  "seq_cell_count": 0,
  "dp.cells": 175,
  "slew_viol_final": 0,
  "ys_seq_frac": 0,
  "route.met3.wl_um": 89,
  "die_h_um": 80,
  "swShare": 0.4396,
  "ys_chip_area_um2": 678.2,
  "routed.top_layer": "met3",
  "yosys_warnings": 0,
  "syn_area_per_cell_um2": 7.706,
  "violations": "negative setup slack",
  "fp_util": 0.1985,
  "arrival_ns": 4.27,
  "status": "complete, but fails checks",
  "final_cell_mix": "buf_4, nor2_1, nand2_1, buf_6",
  "p_sw_mw": 0.3068,
  "syn_inst": 88,
  "largest_area_cell": "ha_1",
  "syn-cell-area_um2": 678.2,
  "port-buffer-count": 16,
  "seqCellArea_um2": 0,
  "max_freq_mhz": 201.9,
  "p_comb_frac": 1.000,
  "wl_met1_um": 1138,
  "grt_pass1_wl_um": 3519,
  "p_leak_nw": 0.5819,
  "top_cell_area_share": 0.1661,
  "path_class": "in -> out",
  "area_leaders": "ha_1, fa_1, buf_4, nor2_1, inv_1",
  "grt_max_degree": 12,
  "avgRoutedWirePerCell_um": 12.20,
  "routed_wl_um": 2306,
  "wl_met2_um": 1078,
  "yosys_cells": 88,
  "area_growth_pct": 99.26,
  "tool_warnings": 36,
  "finalHoldViolations": 0,
  "ctsHoldBuffers": 0,
  "layout.cells.non_filler": 189,
  "cp_data_required_time_ns": 2.72,
  "coreArea_um2": 3416,
  "postRouteAntennaNets": 0,
  "via_count": 858,
  "routed_via_density": 4.540,
  "pwr-share-seq": 0,
  "timing.slew.headroom": 0.6669,
  "dr.pass1.iters": 4,
  "rsz0062_at_grt": "yes",
  "gp_congestion": 0.8298,
  "die_area_um2": 6400,
  "crit_fanout": 5,
  "drc_errors": 0,
  "holdCritPathClass": "in -> out",
  "dp_hpwl_um": 1554,
  "pre_cts_ws_ns": -2.230,
  "p_total_mw": 0.6978,
  "final_common_cell": "buf_4",
  "synth_cell_type_count": 41,
  "ioPinCount": 16,
  "fin_crit_ns": 4.953,
  "worstMarginPinSlew_ns": 0.4958,
  "die-width_um": 80,
  "grt_antenna_before_repair": 0,
  "diodes": 0,
  "powerDensity_nw_per_um2": 516.4,
  "clkPwrFrac": 0
}
-- cells in the mapped netlist (2+ instances only) --
| master | instances |
|---|---|
| fa_1 | 2 |
| ha_1 | 9 |
| buf_4 | 5 |
| nand2_1 | 6 |
| o21ai_0 | 3 |
| a21oi_1 | 5 |
| inv_1 | 8 |
| and3_1 | 3 |
| nor3_1 | 4 |
| mux2i_1 | 2 |
| a31oi_1 | 2 |
| nor2_1 | 10 |
-- routing by layer --
layer,global-route usage,vias up
li1,-,434
met1,0.09448,412
met2,0.1019,12
met3,0.003409,0
met4,0,0
met5,0,-
-- critical path, stage by stage --
cell and delay [ns]:
buf_6 0.10, ha_4 0.16, fa_2 0.55, ha_4 0.13
inv_2 0.03, fa_2 0.53, inv_2 0.04, and3_4 0.15
mux2i_4 0.16, inv_2 0.08, ha_4 0.19, inv_4 0.06
o21ai_2 0.05, a221oi_2 0.27, ha_2 0.28, nor2_2 0.07
o311ai_2 0.29, buf_4 0.17, a221oi_4 0.03, o211ai_2 0.14
buf_2 0.12
-- cell families after synthesis --
group	Yosys count	synth area share
buffers and inverters	16	0.1181
and+or+nand+nor	30	0.2399
AOI/OAI and AO/OA	27	0.3579
adders and majority gates	11	0.2251
muxes	3	0.04613
xor gates and xnor gates	1	0.01292
-- final timing paths --
check / start / slack (ns) / end / cells past startpoint
max: pixel_in[5] / -1.55 / pixel_out[5] / 21
min: pixel_in[2] / 1.97 / pixel_out[2] / 6
-- metrics by stage --
stage	cell area (um2)	hold WS, ns	TNS [ns]
after global placement	1130	2.780	-15.00
after detailed placement	1130	2.789	-15.09
after floorplan	728.2	1.651	-8.073
final	1351	1.966	-9.668
after global routing	1351	2.035	-10.87
after CTS	1280	1.985	-9.640
-- what timing repair did --
| action | in CTS | in global routing |
|---|---|---|
| setup buffers | 12 | 3 |
| pin swaps | 16 | 5 |
| setup endpoints to repair | 8 | 8 |
| gates resized | 52 | 8 |
-- power groups by stage --
stage | logic [mW] | registers (mW) | clock network (mW)
final | 0.698 | 0 | 0
after global routing | 0.761 | 0 | 0
after CTS | 0.623 | 0 | 0
-- final cells by class --
cell class | count | area [um2]
multi-input cells | 72 | 764.5
well taps | 46 | 57.56
fillers | 321 | 2064
inverters | 9 | 36.28
repair buffers | 62 | 493.0
No activity file was given, so power comes from the tool's default toggle rates.
